==> flow/design.v <==
module dm( din, DMWr, clk, dout, overset);
   input  [15:0] din;
   input         DMWr;
   input         clk;
   output reg [15:0] dout; 
   output reg overset; 
   reg [15:0] dmem[9:0]; 
   reg [9:0]addr, head ;
   initial 
   begin
    addr=10'b0000000000;
    head=10'b0000000000;
    overset=1'b0;
   end
   always@(negedge clk )
   begin
	if(~clk)
	begin
		if(DMWr)
		begin
			if(addr>10)
			begin
				overset=1'b1;
			end
			else
			begin
				dmem[addr]= din;
				addr=addr+1'b1;
			end
        end 
    if(~DMWr)
    begin
		if(head<addr)
		begin
			dout= dmem[head];
			head= head+1'b1;
		end
		else 
		begin
			addr=10'b0000000000;
			dmem[addr]=16'h0000;
			head=10'b0000000000;
			dout= dmem[head];
			overset=1'b0;
		end
	end
  end
  end  
endmodule  
==> flow/run.sh <==
#!/bin/bash
# OpenROAD 26Q1-2900-gdf79404cd8, Yosys 0.63+post, stock flow scripts
make -C /OpenROAD-flow-scripts/flow DESIGN_CONFIG=/design/flow/config.mk WORK_HOME=/design/flow/orfs finish
==> flow/config.mk <==
export PLATFORM = sky130hd
export DESIGN_NAME = dm
export DESIGN_NICKNAME = dm
export VERILOG_FILES = /design/flow/design.v
export SDC_FILE = /design/flow/constraint.sdc
export NUM_CORES = 4
export LEC_CHECK = 1
export CORE_UTILIZATION = 30
==> flow/constraint.sdc <==
current_design dm

set clk_period 12.7
set clk_io_pct 0.2

create_clock -name clk0 -period $clk_period [get_ports {clk}]

set non_clock_inputs [all_inputs -no_clocks]
set_input_delay [expr $clk_period * $clk_io_pct] -clock clk0 $non_clock_inputs
set_output_delay [expr $clk_period * $clk_io_pct] -clock clk0 [all_outputs]
==> flow_metrics.tcl <==
# metrics dict for downstream scripts
set metrics [dict create \
    status "finished clean" \
    synthesis.area_mm2 0.00847 \
    postCtsSetupRepairBufs 0 \
    r2r-end "dout[10]$_SDFFCE_NP0N_" \
    area_leaders "dfxtp_1 (40%), mux2_2 (16%), edfxtp_1 (9.2%)" \
    ys_warn_count 2 \
    avgViaCountPerCell 4.75 \
    ys.flop_type "dfxtp_1" \
    p_per_area_mw_per_mm2 206 \
    synth.distinct_cells 54 \
    grt_util_met1_pct 19.3 \
    ys.flops 197 \
    firstDrtPassIters 5 \
    rsz0062_at_grt "no" \
    die_area_mm2 0.0289 \
    post-route-drc-count 0 \
    top_area_cell "dfxtp_1" \
    crit_chain "clkdlybuf4s50_1 -> buf_4 -> inv_1 -> nor2_1 -> and3_1 -> mux2i_1 -> ha_1 -> nor2_1 -> nor4_1 -> o21ai_0 -> or3_1 -> nand2_1 -> buf_4 -> a221oi_1" \
    ys_chip_area_mm2 0.00847 \
    whs_ns 0.458 \
    yosys-stat-cells 715 \
    drt-initial-drc-count 271 \
    hpwl_mm 12.5 \
    fp-row-count 61 \
    cap_violations 0 \
    async_reset_ff_share_pct 0 \
    areaGrowthSynthToFinish_pct 23.6 \
    final_cells 1319 \
    slew_headroom_pct 50.0 \
    grtUsageTotal_pct 15.3 \
    ios 35 \
    ctsHtreeMaxLevel 4 \
    clk_latency_ns 0.48 \
    cp_num_buf_inv 4 \
    r2r-start "addr[0]$_DFF_N_" \
    p_total_uw 2150 \
    worstHoldPathCells 1 \
    num_vias 6259 \
    yosys.area_share.adder_pct 2.51 \
    gp_congestion 0.815 \
    fin_area_mm2 0.0105 \
    hold_path_class "flop to flop" \
    drv_slew 0 \
    io_buffer_count 34 \
    ys_sh_simple_pct 10.9 \
    placedCellCount 1090 \
    max_stage_delay_ns 0.45 \
    layout-drive-gt1-share_pct 23.3 \
    ff2ff_path_depth 14 \
    comb_area_mm2 0.00384 \
    cp-start-kind "input pin" \
    aoi_share_pct 10.7 \
    coreArea_mm2 0.0278 \
    cts_buffers 17 \
    n_fill_cell 2696 \
    seq_area_mm2 0.00420 \
    setup_viol_count_final 0 \
    crit_required_ns 6.53 \
    tightest_slew_ns 0.739 \
    slowest_stage "clkdlybuf4s50_1" \
    grt_util_met2_pct 24.4 \
    grt_max_degree 31 \
    dpl_cell_area_mm2 0.00912 \
    die_y_um 170 \
    cts_root_buf "clkbuf_16" \
    die_w_um 170 \
    final-hold-violation-count 0 \
    clkSinkCount 197 \
    cts_resized 0 \
    worst-setup-path-type "input pin to flop" \
    max-vdd-ir-drop_uv 110 \
    logic_family "multiplexers" \
    final_cell_mix "inv_1 (209), dfxtp_1 (171), mux2_2 (120)" \
    overflow 0 \
    leakagePower_uw 0.00487 \
    top_cell_area_share_pct 40.4 \
    crit_path_max_fanout 16 \
    warnings 228 \
    ys_seq_share_pct 49.6 \
    first_global_vias 6493 \
    routed_wl_mm 20.8 \
    gr-max-usage-layer "met2" \
    syn_avg_cell_area_um2 11.8 \
    grt.met3_usage_pct 5.94 \
    crit_family "simple AND/OR/NAND/NOR gates" \
    fin_tns_setup_ns 0 \
    min-delay-start "dmem[3][12]$_DFF_N_" \
    cts_buffer_depth 2 \
    fp_util_pct 30.5 \
    critPathCaptureType "flop" \
    mux_area_share_pct 19.9 \
    wl_per_cell_um 15.8 \
    arrival_ns 5.44 \
    holdPathEnd "dmem[3][12]$_DFF_N_" \
    ant_nets 0 \
    layout.cells.most_common "inv_1" \
    cts_hold_buf 0 \
    grt_first_pass_wirelength_mm 33.0 \
    ys_sh_xor_pct 1.03 \
    synthCells 715 \
    edf_count 26 \
    clock_skew_ns 0.0282 \
    tritoncts "built" \
    antenna_found_initial 1 \
    clkTransAtPathRegs_ns 0.03 \
    ff2ff_setup_slack_ns 9.06 \
]
[power breakdown]
group	internal (uW)	leakage, uW	total (uW)	switching [uW]
logic	257	0.00185	486	229
registers	837	0.00167	888	51.4
clock network	353	0.00135	778	425
[cells by family after synthesis]
logic type,after synthesis
simple gates,155
mux,148
fa+ha+maj,17
compound gates,109
buf+inv,79
flops,197
xor+xnor,10
[metrics by stage]
step / setup slack (ns) / util, %
after floorplan: 0.671 / -
after global placement: 0.660 / 32.8
after detailed placement: 0.605 / 32.8
after CTS: 1.07 / 37.7
after global routing: 0.746 / 37.7
final: 1.09 / 37.7
[Yosys cell counts, types with 6 or more instances]
library cell  instances
a32oi_1              15
a21boi_0             14
mux2_4               10
and3_1               15
o21a_1               16
and2_1                6
nor4bb_1             16
nand3_1               7
a221oi_1             31
dfxtp_1             171
ha_1                 17
a222oi_1             16
or2_2                14
mux2i_1              18
nand2_1              13
a21oi_1               6
nor2b_1              19
mux2_2              120
buf_2                11
clkbuf_1             32
inv_1                13
edfxtp_1             26
nor2_1               44
buf_6                 6
[registers in the layout, summed over array words and instances (netlist names)]
signal / count
addr: 10
dmem: 160
dout: 16
head: 10
overset: 1
[layer usage]
metal  vias to the layer above  wire [um]
met2                       127      10100
met5                         -          0
met4                         0        204
met3                        12        968
li1                       3070          -
met1                      3050       9550
[final cells by class]
| cell class | count | share of cell area [%] |
|---|---|---|
| flip-flops and latches | 197 | 40.2 |
| multi-input cells | 439 | 36.6 |
| clock inverters | 212 | 8.82 |
| repair buffers | 63 | 5.33 |
| well taps | 378 | 4.52 |
| clock buffers | 17 | 4.06 |
| inverters | 12 | 0.430 |
| diodes | 1 | 0.0239 |
[worst register-to-register path: cells and delay by family, from the launching register on]
| kind | cells | cell delay [ns] |
|---|---|---|
| buf+inv | 2 | 0.35 |
| simple gates | 3 | 0.65 |
| fa+ha+maj | 2 | 0.53 |
| flops | 1 | 0.45 |
| compound gates | 7 | 1.46 |
[worst max path at each step]
| stage | from | to | slack, ns | depth (start not counted) |
|---|---|---|---|---|
| after CTS | DMWr | dout[9]$_SDFFCE_NP0N_ | 1.07 | 15 |
| after global routing | DMWr | dout[10]$_SDFFCE_NP0N_ | 0.75 | 14 |
| final | DMWr | dout[10]$_SDFFCE_NP0N_ | 1.09 | 14 |
No activity file was given, so power comes from the tool's default toggle rates.
